`flow/run.sh`:
```
#!/bin/bash
# OpenROAD 26Q1-2900-gdf79404cd8, Yosys 0.63+post, stock flow scripts
make -C /OpenROAD-flow-scripts/flow DESIGN_CONFIG=/design/flow/config.mk WORK_HOME=/design/flow/orfs finish
```
`flow/config.mk`:
```
export PLATFORM = sky130hd
export DESIGN_NAME = clk_200KHz
export DESIGN_NICKNAME = clk_200KHz
export VERILOG_FILES = /design/flow/design.v
export SDC_FILE = /design/flow/constraint.sdc
export NUM_CORES = 4
export LEC_CHECK = 1
export CORE_AREA = 10 10 70 70
export DIE_AREA = 0 0 80 80
```
`flow/constraint.sdc`:
```
current_design clk_200KHz

set clk_period 2.0
set clk_io_pct 0.2

create_clock -name clk0 -period $clk_period [get_ports {clk_i}]

set non_clock_inputs [all_inputs -no_clocks]
set_input_delay [expr $clk_period * $clk_io_pct] -clock clk0 $non_clock_inputs
set_output_delay [expr $clk_period * $clk_io_pct] -clock clk0 [all_outputs]
```
`flow/design.v`:
```
`timescale 1ns / 1ps
`default_nettype none
module clk_200KHz (
    input wire clk_i,
    output logic clk_o
);
    logic [8:0] clk_count;
    initial begin
        clk_count = 0;
        clk_o = 0;
    end
    always_ff @(posedge clk_i) begin
        if (clk_count == 249) begin
            clk_o <= ~clk_o;
            clk_count <= 0;
        end else clk_count <= clk_count + 1;
    end
endmodule
```
==> job_summary.md <==
### Metrics collected by this job

| Metric | Value |
|---|---|
| Share of post-route cells with drive strength above 1 | `18.37%` |
| Slew headroom | `77.28%` |
| RSZ-0062 raised after global routing | `no` |
| Late-Pin Clk Latency | `260 ps` |
| Gpl congestion | `0.7645` |
| Clk_skew | `0.4806 ps` |
| DRT iter0 DRCs | `4` |
| P_int | `312.4 uW` |
| Seq pwr share | `53.1%` |
| Largest net degree at the start of global routing | `9` |
| Synthesis-stage register bit count | `10` |
| Count of cell types in the netlist | `23` |
| Yosys warning count | `1` |
| Post-Place Cells | `91` |
| Commonest register cell after synthesis | `dfxtp_1` |
| Fin Setup TNS | `0 ps` |
| Hold Violations, Final | `0` |
| P per Cell Area | `around 670 nW/um^2` |
| Fillers | `383` |
| Slowest stage delay, CP | `~470 ps` |
| Final antenna-violating net count | `0` |
| Post-DR vias/cell | `3.232` |
| FP Util | `14.07%` |
| GRT Util Overall | `2.610%` |
| Clock buffer depth | `2` |
| CP max-delay cell | `clkdlybuf4s50_1` |
| IO Count | `2` |
| Final Critical Period | `1477 ps` |
| Final Cycle Share | `73.83%` |
| Leak pwr | `roughly 0.00018 uW` |
| Worst-Margin Slew | `340.4 ps` |
| DRC | `0` |
| Port Buffers | `1` |
| Mean Syn Cell Area | `10.44 sq um` |
| Per-cell routed wire length | `7.653 um` |
| Yosys stat chip area | `480.5 sq um` |
| Sequential share of the synthesized area | `43.75%` |
| Root buf cell | `clkbuf_4` |
| Hold path cells | `1` |
| Delay-heaviest family, CP | `buffers and inverters` |
| Crit Reg-Reg Startpoint | `clk_count[0]` |
| Number of inserted diodes | `0` |
| Data arrival time of the critical path | `1080 ps` |
| Upper clock frequency limit | `0.6772 GHz` |
| Mapped Area | `480.5 sq um` |
| Crit-path cells | `clkdlybuf4s50_1` |
| Stages on the worst setup path | `1` |
| Wire length of the first global-routing pass | `1.366 mm` |
| Yosys cell count | `46` |
| Power share of the clock group | `46.9%` |
| CTS resizes | `0` |
| Synth Instances | `46` |
| VDD IR max | `0.0002910 V` |
| Synth cell count leaders | `dfxtp_1 (9), nor2_1 (6), inv_1 (3), nand2_1 (3), nand3_1 (3)` |
| Final wirelength | `727 um` |
| Critical-path maximum fanout | `2` |
| Placeable Area | `3416 sq um` |
| Initial antenna violation count | `0` |
| FFs w/ async S/R, synth | `0%` |
| Post-CTS Setup Bufs | `0` |
| Log Warnings | `26` |
| Status | `finished clean` |
| Crit path DRT | `1600 ps` |
| Final setup viols | `0` |
| Sw power | `67.50 uW` |
| Synth area leader | `dfxtp_1` |
| Hold_buf cts | `0` |
| Register clock-pin slew on the reported worst setup and hold paths | `60 ps` |
| Die Wd | `80 um` |
| Hold Startpoint | `clk_count[8]` |
| CTS sink count | `10` |
| Comb power frac | `0%` |
| Final Max Tran Viols | `0` |
| TritonCTS clock tree | `done` |
| Via count of the routed design | `307` |
| Pre-antenna DRT Iters | `3` |
| Reg-to-reg slack, setup | `670 ps` |
| Global route total overflow | `0` |
| CP bufs+invs | `1` |
| R2R depth | `3` |
| H-tree Lvls | `1` |
| Post-route insts no fill | `95` |
| HP Class | `flop to flop` |
| DIE AREA | `~6400 sq um` |
| Maxcap violations | `0` |
| Top cells by area | `dfxtp_1 (38%), edfxtp_1 (6.3%), nand4bb_4 (5.7%)` |
| DP HPWL | `554.4 um` |
| CP Class | `flop to output pin` |
| Synth top area share | `between 30 and 40%` |
| Die height | `~80 um` |
| Flip-flops with a built-in enable | `1` |
| Yosys top cell by instances | `dfxtp_1` |
| Sw Share | `17.77%` |
| Critical path capture point type | `output pin` |
| Reg2Reg Capture Point | `clk_o` |
| Hold Crit Endpoint | `clk_count[8]` |
| Num rows | `21` |
| Vias in the first global route | `313` |
| Synthesis-to-layout area growth | `17.71%` |
| CTS Buf Count | `3` |
| Startpoint Class | `flop` |
[state kept, by name (all words and copies together) (netlist names)]
name / count
clk_o: 1
clk_count: 9
[per-stage QoR]
stage	total power, uW	utilization, %	worst slack (ps)	instance area (sq um)	hold slack, ps
2_1_floorplan	206.4	-	707.8	480.5	457.2
3_5_place_dp	206.4	15.49	671.4	529.3	483.8
4_1_cts	384.6	16.56	502.5	565.5	497.5
3_3_place_gp	206.4	15.49	702.9	529.3	485.9
5_1_grt	394.7	16.56	482.9	565.5	513.8
6_report	379.9	16.56	523.3	565.5	493.5
[final cells by class]
| class | count | area [sq um] | area share [%] |
|---|---|---|---|
| repair buffers | 1 | 10.01 | 1.770 |
| well taps | 46 | 57.56 | 10.18 |
| multi-input cells | 31 | 240.2 | 42.48 |
| clock buffers | 4 | 36.28 | 6.416 |
| inverters | 3 | 11.26 | 1.991 |
| flip-flops and latches | 10 | 210.2 | 37.17 |
[layer usage]
metal / up-vias / track usage (%) / part of all wire, %
met5: - / 0 / 0
met4: 0 / 0 / 0
met3: 0 / 1.932 / 9.5
met2: 5 / 3.451 / 42
met1: 138 / 3.521 / 48
li1: 164 / - / -
[power groups by stage]
stage | registers, uW | logic (uW) | clock network, uW
CTS | 202 | 0.0000782 | 183
global route | 202 | 0.0000782 | 193
finish | 202 | 0.0000782 | 178
[how the worst max path moves through the flow]
stage | startpoint | end | slack, ps
4_1_cts | clk_o | clk_o | 500
5_1_grt | clk_o | clk_o | 480
6_report | clk_o | clk_o | 520
[cells in the final DEF, fill, tap and decap left out]
master | synthesis | layout
a31oi_1 | 1 | 1
nand3_4 | 1 | 1
ha_1 | 2 | 2
dfxtp_1 | 9 | 9
or3_1 | 2 | 2
nor2b_4 | 1 | 1
clkdlybuf4s50_1 | 0 | 1
xnor2_1 | 2 | 2
edfxtp_1 | 1 | 1
a21oi_1 | 1 | 1
nand3_1 | 3 | 3
nand2_1 | 3 | 3
nor2_1 | 6 | 6
nand4_1 | 1 | 1
clkbuf_4 | 0 | 3
clkbuf_8 | 0 | 1
nand4bb_4 | 1 | 1
and4_4 | 1 | 1
inv_1 | 3 | 3
a21bo_2 | 1 | 1
o21ai_0 | 1 | 1
o211ai_1 | 1 | 1
xor2_1 | 2 | 2
a41oi_1 | 1 | 1
[kinds of logic after synthesis]
kind of cell	Yosys count	share of synthesized area [%]
AND/OR/NAND/NOR	19	28.65
flip-flops	10	43.75
AND-OR/OR-AND	6	8.854
buffers and inverters	5	6.250
XOR/XNOR	4	7.293
adder cells (fa/ha/maj)	2	5.208
Power and IR drop assume default switching activity.
